==> design/flow/design.v <==
module iq_to_fifo_shifted #
(
    parameter iq_width = 56 
)
(
    input wire axis_aclk,
    input [7:0] distance,
    input s00_axis_i48_tvalid,
    input [iq_width-1 : 0] s00_axis_i48_tdata,
    input s01_axis_q48_tvalid,
    input [iq_width-1 : 0] s01_axis_q48_tdata,
	input s02_axis_i48_sub_tvalid,
    input [iq_width-1 : 0] s02_axis_i48_sub_tdata,
    input s03_axis_q48_sub_tvalid,
    input [iq_width-1 : 0] s03_axis_q48_sub_tdata,
    input s04_axis_i96_tvalid,
    input [31 : 0] s04_axis_i96_tdata,
    input s05_axis_q96_tvalid,
    input [31 : 0] s05_axis_q96_tdata,
    input wire m00_axis_tready,
    output reg [31 : 0] m00_axis_tdata,
    output reg m00_axis_tlast,
    output reg m00_axis_tvalid
);
localparam S0 = 0;  
localparam S1 = 1; 
localparam S2 = 2;  
localparam S3 = 3;
localparam S4 = 4;
localparam S5 = 5;
localparam S6 = 6;
localparam S7 = 7;
localparam S8 = 8;
localparam S9 = 9;
localparam S10 = 10;
localparam S11 = 11;
localparam S12 = 12;
localparam S13 = 13;
localparam S14 = 14;
localparam S15 = 15;
localparam S16 = 16;
localparam RX0I	= 0;
localparam RX0Q	= 1;
localparam RX1I	= 2;
localparam RX1Q	= 3;
localparam RTS0I = 4;
localparam RTS0Q = 5;
localparam RTS1I = 6;
localparam RTS1Q = 7;
reg [2:0] step_96k = 0;
reg [7:0] state = S0;
reg data48k_ready = 0;
reg data48k_sub_ready = 0;
reg data96k_ready = 0;
reg [31:0] data [0:7];
reg [31:0] data_shifted;
always @(posedge axis_aclk) 
begin
    case (state)
    S0: begin
        m00_axis_tvalid <= 0;
        m00_axis_tlast <= 0;
        m00_axis_tdata <= 32'b0;
        if (s00_axis_i48_tvalid == 1)
        begin         
            data_shifted = s00_axis_i48_tdata[(distance-1) -: 32];
			data [RX0I] <= data_shifted;
            data_shifted = s01_axis_q48_tdata[(distance-1) -: 32];
            data [RX0Q] <= data_shifted;
            data48k_ready <= 1;
        end
		if (s02_axis_i48_sub_tvalid == 1)
        begin     
			data_shifted = s02_axis_i48_sub_tdata[(distance-1) -: 32];
            data [RX1I] <= data_shifted;
            data_shifted = s03_axis_q48_sub_tdata[(distance-1) -: 32];
            data [RX1Q] <= data_shifted;
            data48k_sub_ready <= 1;
        end 
        if (s04_axis_i96_tvalid == 1 && step_96k == 0)
        begin
            data [RTS0I] <= s04_axis_i96_tdata;
            data [RTS0Q] <= s05_axis_q96_tdata;
            step_96k <= 1;
        end
        else if (s04_axis_i96_tvalid == 1 && step_96k == 1)
        begin
            data [RTS1I] <= s04_axis_i96_tdata;
            data [RTS1Q] <= s05_axis_q96_tdata;
            step_96k <= 0;
            data96k_ready <= 1;
        end
        if (data48k_ready == 1 && data48k_sub_ready == 1 && data96k_ready == 1)
        begin
            state <= S1;
        end
    end
    S1: begin
        if (m00_axis_tready == 1)
        begin
            m00_axis_tvalid <= 1;
            m00_axis_tdata <= data [RX0I];
            state <= S3;
        end
    end
    S2: begin
        m00_axis_tvalid <= 0;
        state <= S3;
    end
    S3: begin
        if (m00_axis_tready == 1)
        begin
            m00_axis_tvalid <= 1;
            m00_axis_tdata <= data [RX0Q];
            state <= S5;
        end
    end
    S4: begin
        m00_axis_tvalid <= 0;
        state <= S5;
    end
    S5: begin
        if (m00_axis_tready == 1)
        begin
            m00_axis_tvalid <= 1;
            m00_axis_tdata <= data [RX1I];
            state <= S7;
        end 
    end
    S6: begin
        m00_axis_tvalid <= 0;
        state <= S7;
    end
    S7: begin
        if (m00_axis_tready == 1)
        begin
            m00_axis_tvalid <= 1;
            m00_axis_tdata <= data [RX1Q];
            state <= S9;
        end 
    end
    S8: begin
        m00_axis_tvalid <= 0;
        state <= S9;
    end
    S9: begin
        if (m00_axis_tready == 1)
        begin
            m00_axis_tvalid <= 1;
            m00_axis_tdata <= data [RTS0I];
            state <= S11;
        end
    end
    S10: begin
        m00_axis_tvalid <= 0;
        state <= S11;
    end
    S11: begin
        if (m00_axis_tready == 1)
        begin
            m00_axis_tvalid <= 1;
            m00_axis_tdata <= data [RTS0Q];
            state <= S13;
        end        
    end
    S12: begin
        m00_axis_tvalid <= 0;
        state <= S13;
    end
    S13: begin
        if (m00_axis_tready == 1)
        begin
            m00_axis_tvalid <= 1;
            m00_axis_tdata <= data [RTS1I];
            state <= S15;
        end
    end
    S14: begin
        m00_axis_tvalid <= 0;
        state <= S15;
    end
    S15: begin
        if (m00_axis_tready == 1)
        begin
            m00_axis_tvalid <= 1;
            m00_axis_tlast <= 1;
            m00_axis_tdata <= data [RTS1Q];
            state <= S16;
        end        
    end
    S16: begin
        if (m00_axis_tready == 1)
        begin
            m00_axis_tvalid <= 0;
            m00_axis_tlast <= 0;
            state <= S0;
            data48k_ready <= 0;
			data48k_sub_ready <= 0;
            data96k_ready <= 0;
        end
    end
    endcase
end
endmodule
==> design/flow/run.sh <==
#!/bin/bash
# OpenROAD 26Q1-2900-gdf79404cd8, Yosys 0.63+post, stock flow scripts
make -C /OpenROAD-flow-scripts/flow DESIGN_CONFIG=/design/flow/config.mk WORK_HOME=/design/flow/orfs finish
==> design/flow/config.mk <==
export PLATFORM = sky130hd
export DESIGN_NAME = iq_to_fifo_shifted
export DESIGN_NICKNAME = iq_to_fifo_shifted
export VERILOG_FILES = /design/flow/design.v
export SDC_FILE = /design/flow/constraint.sdc
export NUM_CORES = 4
export LEC_CHECK = 1
export CORE_UTILIZATION = 40
==> design/flow/constraint.sdc <==
current_design iq_to_fifo_shifted

set clk_period 28.5
set clk_io_pct 0.2

create_clock -name clk0 -period $clk_period [get_ports {axis_aclk}]

set non_clock_inputs [all_inputs -no_clocks]
set_input_delay [expr $clk_period * $clk_io_pct] -clock clk0 $non_clock_inputs
set_output_delay [expr $clk_period * $clk_io_pct] -clock clk0 [all_outputs]
==> flow_summary.toml <==
# flow metrics
[floorplan]
fp.dieW_microns = 257
die_y_microns = 257
ioPinCount = 338
core_sq_um = 64300
initial_utilization = 0.405
design.die.area_sq_um = 66100
fp-row-count = 93

[sta]
rsz0062_at_grt = "no"
slew_headroom = 0.292
fmax_mhz = 88.2
tightest_slew_ps = 1050
fin_skew_ps = 20.0
fin_setup_tns_ps = 0
fin_crit_ps = 11330
finalHoldViolations = 0
post-route-period-util = 0.398
finalMaxSlewViolations = 0
setup_viol = 0

[worst_setup_path]
cp.depth = 14
worstPathArrival_ps = 11480
slowest_stage = "buf_4"
reg2reg_from = "state[2]"
path_cells = "clkbuf_8, inv_1, buf_4, ha_4, buf_4, buf_4, buf_4, mux4_2, mux2i_1, a31oi_1, a221o_1, a21oi_1, or3_1, o211ai_1"
reg2reg_depth = 5
crit_type = "input pin to flip-flop"
path_max_fanout = 65
worstSetupEndpointType = "flip-flop"
cp.required_ps = 28650
max_stage_delay_ps = 750
cp_top_family = "buffers and inverters"
r2r-end = "data[4][8]"
cp-start-kind = "input pin"
crit_start = "distance[0]"
cp-endpoint = "data[3][2]"
path_buffers = 6
reg2reg_slack_ps = 24980
path_common_cell = "buf_4"

[place]
hpwl_microns = 96200
port_buffers = 334
place.gp.congestion = 1.04

[synthesis]
ys.flop_type = "edfxtp_1"
syn_area_per_cell_sq_um = 9.97
synth_cell_types = 82
ys_async_sr_fraction = 0
syn-instance-count = 2614
ys_seq_share = 0.345
yosys_area_sq_um = 26000
synth-edff-count = 299
yosysCellCount = 2614
syn_area_sq_um = 26000
ys.flops = 299
ys_warn_count = 6

[finish]
fillCellCount = 5720
drive_gt1_frac = 0.151
syn_to_final_growth_pct = 18.5
final_util = 0.480

[cts]
cts.path.max_buffers = 3
clock-sinks = 299
root_buffer = "clkbuf_16"
clkTransAtPathRegs_ps = 70
numCtsBuffers = 22
cts_tree = "done"
post_cts_buffers = 0
clk_latency_ps = 530
postCtsResizedCells = 0
htree_num_levels = 1
hold_buffers = 0

[detailed_routing]
wl_per_cell_microns = 34.1
drt-pass1-iter-count = 7
wl_microns = 125000
drtIter0Drc = 2801
postRouteAntennaNets = 0
drc = 0
via_count = 24900
via_per_inst = 6.77

[global_route]
groute.usage.overall = 0.398
grt_antenna_before_repair = 9
grt_pass1_vias = 23600
grt_max_degree = 74
grt_overflow = 0
grt_pass1_wl_microns = 176000

[pwr]
powerDensity_nw_per_um2 = 45.0
ir_drop_mv = 0.0261
leakagePower_uw = 0.0105

[status]
status = "finished, final reports clean"

[hold_path]
hold_class = "flip-flop to flip-flop"

[flow_run]
max-cap-violations = 0
warnings = 28
[where the power goes]
part | switching (uW) | total, uW | internal, uW
sequential | 1.89 | 493 | 491
clock | 141 | 299 | 158
combinational | 377 | 596 | 220
[cell usage in the layout (no fill, tap or decap), drive strengths merged, types with 12 or more instances in the layout]
master | netlist | final
nand4 | 14 | 14
o22ai | 13 | 13
a31oi | 19 | 19
a222oi | 35 | 35
a221o | 12 | 12
mux2i | 166 | 166
inv | 14 | 14
o211ai | 56 | 56
buf | 128 | 91
mux2 | 26 | 26
a221oi | 40 | 40
nor3 | 77 | 77
a211oi | 14 | 14
mux4 | 224 | 224
and3 | 18 | 18
o21ai | 99 | 99
nand2 | 298 | 298
a22oi | 52 | 52
clkbuf | 134 | 29
nand2b | 19 | 19
or3 | 21 | 21
nor4 | 12 | 12
o221ai | 42 | 42
clkdlybuf4s50 | 0 | 332
a22o | 30 | 30
nand3 | 87 | 87
nor2 | 407 | 407
edfxtp | 299 | 299
a21oi | 117 | 117
[kinds of logic after synthesis]
| group | share of synthesized area |
|---|---|
| compound gates | 0.172 |
| xor+xnor | 0.00235 |
| simple gates | 0.166 |
| mux | 0.269 |
| flops | 0.345 |
| fa+ha+maj | 0.000480 |
| buf+inv | 0.0452 |
[worst reg2reg max path, delay by kind of cell (launching register included)]
family,cells,cell delay [ps]
AND/OR/NAND/NOR,4,1900
flip-flops,1,540
buffers and inverters,1,670
[state kept, by name, indices dropped and copies added, names as in the netlist]
signal,count
data,256
data96k_ready,1
step_96k,1
state,5
m00_axis_tdata,32
m00_axis_tlast,1
m00_axis_tvalid,1
data48k_ready,1
data48k_sub_ready,1
[stage by stage]
stage / hold WS (ps) / std cells / total power (uW) / worst slack (ps) / cell area, sq um
floorplan: 495 / 2614 / 840 / 18990 / 26100
global placement: 511 / 3631 / 1070 / 16760 / 30200
detailed placement: 509 / 3631 / 1080 / 16610 / 30200
CTS: 534 / 3671 / 1370 / 17150 / 30900
global route: 563 / 3671 / 1440 / 16760 / 30900
finish: 528 / 3674 / 1390 / 17170 / 30900
[Yosys cell counts, drive strengths merged, types with 35 or more instances]
| master | count | area [sq um] |
|---|---|---|
| edfxtp | 299 | 8980 |
| mux4 | 224 | 5040 |
| mux2i | 166 | 1660 |
| a21oi | 117 | 593 |
| nand3 | 87 | 445 |
| clkbuf | 134 | 503 |
| o21ai | 99 | 499 |
| a221oi | 40 | 368 |
| nor2 | 407 | 1540 |
| nand2 | 298 | 1120 |
| a222oi | 35 | 350 |
| nor3 | 77 | 385 |
| buf | 128 | 622 |
| o221ai | 42 | 368 |
| o211ai | 56 | 425 |
| a22oi | 52 | 390 |
[final cells by class]
| type | count | area (sq um) | area share |
|---|---|---|---|
| well taps | 855 | 1070 | 0.0347 |
| flip-flops and latches | 299 | 8980 | 0.291 |
| clock buffers | 28 | 594 | 0.0193 |
| clock inverters | 12 | 87.6 | 0.00284 |
| multi-input cells | 2039 | 16000 | 0.520 |
| diodes | 3 | 7.51 | 0.000243 |
| inverters | 14 | 57.6 | 0.00186 |
| repair buffers | 424 | 4020 | 0.130 |
[how the worst min path moves through the flow]
stage	from	endpoint	slack, ps	cells after the start
4_1_cts	data[2][9]	m00_axis_tdata[9]	530	2
6_report	data[3][15]	m00_axis_tdata[15]	530	2
5_1_grt	data[2][2]	m00_axis_tdata[2]	560	2
[metal layers]
metal  routed length, microns  vias to the layer above  global-route usage
met3                    18200                      177               0.191
met1                    51200                    12300               0.610
met4                     4120                        6               0.104
li1                         -                    10700                   -
met5                       40                        -                   0
met2                    51700                     1675               0.527
Power and IR drop assume default switching activity.
